==> flow/run.sh <==
#!/bin/bash
# OpenROAD 26Q1-2900-gdf79404cd8, Yosys 0.63+post, stock flow scripts
make -C /OpenROAD-flow-scripts/flow DESIGN_CONFIG=/design/flow/config.mk WORK_HOME=/design/flow/orfs finish
==> flow/config.mk <==
export PLATFORM = sky130hd
export DESIGN_NAME = highpass
export DESIGN_NICKNAME = highpass
export VERILOG_FILES = /design/flow/design.v
export SDC_FILE = /design/flow/constraint.sdc
export NUM_CORES = 4
export LEC_CHECK = 1
export CORE_UTILIZATION = 30
==> flow/design.v <==
`timescale 1ns / 1ps
module highpass(
    input [15:0] in0,
	 input en,
	 input rst,
	 input clk,
    output [15:0] out
    );
parameter[15:0] fs1 = 48000;
parameter[15:0] rc = 17 ;  
parameter reg [15:0] dt = 2;  
reg [15:0]alpha = (rc*10000) /(rc+dt);
reg [15:0] ff [1:0];
reg [15:0] temp;
	assign out = en ? ff[i] : 16'b0;
	integer i, j;
	always@(posedge clk or posedge rst) begin
		if(rst) begin
			ff[0] <= 16'b0;
			ff[1] <= 16'b0;
			end
		else if(en) begin    
			   ff[0] <= in0;
				ff[0] <= alpha * (ff[1] + in0 - temp) ;
				ff[1] <= ff[0];
				temp <= in0;
            end
	end
endmodule
==> flow/constraint.sdc <==
current_design highpass

set clk_period 12.6
set clk_io_pct 0.2

create_clock -name clk0 -period $clk_period [get_ports {clk}]

set non_clock_inputs [all_inputs -no_clocks]
set_input_delay [expr $clk_period * $clk_io_pct] -clock clk0 $non_clock_inputs
set_output_delay [expr $clk_period * $clk_io_pct] -clock clk0 [all_outputs]
==> ci_impl_report.md <==
### Metrics collected by this job

| Metric | Value |
|---|---|
| Layout cell share with drive strength beyond 1 | 6.34% |
| Ant. Diodes | 0 |
| Gpl congestion | 0.843 |
| Residual DRC | 0 |
| Reg2Reg Depth | 27 |
| Flip-flops with a built-in enable | 16 |
| Final-report setup violation count | 0 |
| CTS buffer count | 5 |
| CORE AREA | 16,500 um^2 |
| Syn Std Cell Area | 5080 um^2 |
| Antenna violations before repair | 0 |
| Crit-path most repeated cell | inv_1 |
| Synth Flop Type | dfrtp_1 |
| Top area cell types | fa_1, ha_1, dfrtp_1 |
| Vias in the first global route | 3,541 |
| Top-area cell share | 20.1% |
| Tool Warnings | 25 |
| Post-CTS Resized | 0 |
| I/O Pins | 35 |
| Worst R2R Start | temp[2] |
| Area grow syn2layout | 15.9% |
| Critical Path End Type | flip-flop |
| Starting DRT DRC Count | 140 |
| First-pass GRT wire length | 16,800 um |
| Largest stage delay on the critical path | 0.54 ns |
| Late-Pin Clk Latency | 0.29 ns |
| Crit path buffers/inverters | 9 |
| WHS Endpoint | ff[0][8] |
| Endpoints failing hold | 0 |
| # rows | 47 |
| Hold wc startpoint | ff[0][8] |
| Clock Tree Buf Depth | 2 |
| HPWL Detailed | 7610 um |
| Final design utilization | 35.6% |
| Post-synthesis cell count | 493 |
| FF-to-FF setup slack | 4.87 ns |
| Top cells by count | inv_1, ha_1, fa_1 |
| Clock sink count | 48 |
| Hold WS | 0.476 ns |
| Worst Hold Class | reg -> reg |
| Clk slew on worst S/H paths | 0.06 ns |
| Init Core Util | 30.7% |
| Cell taking the most area after synthesis | fa_1 |
| Worst EP arrival | 10.30 ns |
| Via Count | 3,241 |
| # Cells Yosys | 493 |
| WS Path Type | in -> reg |
| Synth flops | 48 |
| All-Layer GR Usage | 12.3% |
| Post-CTS Setup Bufs | 0 |
| Status | completed |
| Final period util | 80.3% |
| Kind of cell adding the most delay to the critical path | adder cells |
| Drt pass-1 iters | 4 |
| Die Width | 132 um |
| Register area share after synthesis | 25.2% |
| Post-route clock skew | 0.00430 ns |
| Mean post-synth cell area | 10.3 um^2 |
| CTS H-tree lvls | 2 |
| Distinct cells, synth | 45 |
| Die height | 132 um |
| CTS tree | done |
| Routed wire per std cell | 12.2 um |
| GR Overflow Total | 0 |
| Chip Area, Yosys | 5080 um^2 |
| Remaining antenna violation count | 0 |
| RR Endpoint | ff[0][15] |
| Req. time, crit path | 12.78 ns |
| Port bufs | 34 |
| Fmax | 98.8 MHz |
| Final setup TNS | 0 ns |
| Setup crit start kind | input pin |
| Chip footprint | 17,400 um^2 |
| Final Max Slew Viols | 0 |
| Worst-path fanout max | 7 |
| Final design area excluding fillers | 5880 um^2 |
| Post-DP Area | 5720 um^2 |
| Synth Warn # | 3 |
| Slew headroom | 45.4% |
| Crit-path slowest cell | fa_1 |
| Synth top cell by count | inv_1 |
| Largest net degree at the start of global routing | 33 |
| Hold buffers post-CTS | 0 |
| Avg Vias per Cell | 4.29 |
| Max cap viols | 0 |
| Slew @ Worst Pin | 0.813 ns |
| Final worst path period need | 10.12 ns |
| Root Driver | clkbuf_16 |
| DRT Wirelength | 9210 um |
| Synth async-reset ratio | 66.7% |
| RSZ-0062 raised after global routing | no |
| Hold depth | 1 |
kinds of logic (layout without fill, tap and decap cells):
family | after synthesis | after routing | share of synthesized area (%)
flops | 48 | 48 | 25.2
mux | 12 | 12 | 2.74
buf+inv | 140 | 183 | 10.4
fa+ha+maj | 123 | 123 | 37.8
simple gates | 57 | 57 | 6.23
compound gates | 69 | 69 | 9.36
xor+xnor | 44 | 44 | 8.28
through the flow:
stage,setup WS [ns],std cells
after global routing,1.98,756
after global placement,2.25,748
after CTS,2.44,756
final,2.48,756
after detailed placement,2.17,748
after floorplan,3.15,493
cell usage in the layout (no fill, tap or decap), types with 6 or more instances in the layout:
cell,instances
inv_1,135
and2_1,16
xor2_1,9
dfrtp_1,32
a21oi_1,12
nor2_1,10
mux2_2,11
buf_4,6
fa_1,51
ha_1,71
a21o_1,25
nand2_1,9
edfxtp_1,16
xnor2_1,32
o21ai_0,10
clkdlybuf4s50_1,34
registers in the layout, summed over array words and instances, names as in the netlist:
name	count
temp	16
ff	32
worst max-delay path by stage:
stage | depth (start not counted) | from | endpoint | slack [ns]
CTS | 29 | in0[2] | ff[0][15] | 2.44
finish | 29 | in0[2] | ff[0][15] | 2.48
global route | 29 | in0[2] | ff[0][15] | 1.98
cell type report:
| class | instances | area [um^2] |
|---|---|---|
| clock inverter | 2 | 35.0 |
| sequential | 48 | 1280 |
| fill | 1606 | 10600 |
| timing repair buffer | 40 | 385 |
| clock buffer | 6 | 129 |
| tap | 220 | 275 |
| inverter | 135 | 507 |
| multi-input combinational | 305 | 3270 |
routing by layer:
| layer | wire length, um | track usage, % | vias to the layer above |
|---|---|---|---|
| met5 | 0 | 0 | - |
| met4 | 37 | 0.581 | 0 |
| met3 | 535 | 3.89 | 4 |
| met2 | 3950 | 18.0 | 70 |
| met1 | 4690 | 19.5 | 1525 |
| li1 | - | - | 1642 |
