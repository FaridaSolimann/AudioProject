==> ./design.v <==
`timescale 1ns / 1ps
module Lowpass(input clk, input rst, input en, input [15:0] in, output [15:0] out);
	reg [15:0] ff [31:0];
	assign out = en ? ( ff[0] + ff[1] + ff[2]+ ff[3]+ ff[4]+ ff[5]+ ff[6]+ ff[7]+ ff[8]+ ff[9]+ ff[10]+ ff[11]+ ff[12]+ ff[13]+ ff[14]+
	ff[15]+ ff[16]+ ff[17]+ ff[18]+ ff[19]+ ff[20]+ ff[21]+ ff[22]+ ff[23]+ ff[24]+ ff[25]+ ff[26]+ ff[27]+ ff[28]+ ff[29]+ ff[30]+ ff[31]) >> 6 : 16'b0;
	integer i, j;
	always@(posedge clk or posedge rst) begin
		if(rst)
			for(i = 0; i < 32; i = i + 1)
				ff[i] <= 16'b0;
		else if(en) begin
			ff[0] <= in;
			for(i = 1; i < 32; i = i + 1)
				ff[i] <= ff[i-1];
		end
	end
endmodule
==> ./run.sh <==
#!/bin/bash
# OpenROAD 26Q1-2900-gdf79404cd8, Yosys 0.63+post, stock flow scripts
make -C /OpenROAD-flow-scripts/flow DESIGN_CONFIG=/design/flow/config.mk WORK_HOME=/design/flow/orfs finish
==> ./config.mk <==
export PLATFORM = sky130hd
export DESIGN_NAME = Lowpass
export DESIGN_NICKNAME = Lowpass
export VERILOG_FILES = /design/flow/design.v
export SDC_FILE = /design/flow/constraint.sdc
export NUM_CORES = 4
export LEC_CHECK = 1
export CORE_UTILIZATION = 50
==> ./constraint.sdc <==
current_design Lowpass

set clk_period 10.7
set clk_io_pct 0.2

create_clock -name clk0 -period $clk_period [get_ports {clk}]

set non_clock_inputs [all_inputs -no_clocks]
set_input_delay [expr $clk_period * $clk_io_pct] -clock clk0 $non_clock_inputs
set_output_delay [expr $clk_period * $clk_io_pct] -clock clk0 [all_outputs]
==> flow_results.xml <==
<?xml version="1.0" encoding="UTF-8"?>
<metrics>
  <group name="run_status">
    <metric name="outcome" unit="">complete, no violations</metric>
  </group>
  <group name="synthesis">
    <metric name="synthesis.area" unit="sq um">30240</metric>
    <metric name="yosysCellCount" unit="">2418</metric>
    <metric name="ys_seq_elements" unit="">512</metric>
    <metric name="yosysWarningCount" unit="">2</metric>
    <metric name="synth_area_per_cell" unit="sq um">12.51</metric>
    <metric name="yosysSeqAreaShare" unit="">0.4237</metric>
    <metric name="yosys-top-cells-area" unit="">sky130_fd_sc_hd__dfrtp_1 (42%), sky130_fd_sc_hd__fa_1 (28%), sky130_fd_sc_hd__mux2_2 (12%), sky130_fd_sc_hd__inv_1 (7.0%), sky130_fd_sc_hd__o21ai_0 (2.7%)</metric>
    <metric name="synth_chip_area" unit="sq um">30240</metric>
    <metric name="synthDistinctLibCells" unit="">30</metric>
    <metric name="syn_inst" unit="">2418</metric>
    <metric name="netlist.top_cell.by_area" unit="">sky130_fd_sc_hd__dfrtp_1</metric>
    <metric name="top_cell_area_share" unit="">0.4237</metric>
  </group>
  <group name="drt">
    <metric name="postRouteAntennaNets" unit="">0</metric>
    <metric name="totalWireLength" unit="mm">46.01</metric>
    <metric name="num_vias" unit="">15489</metric>
    <metric name="drt_pass1_iterations" unit="">4</metric>
    <metric name="antenna_cells_inserted" unit="">0</metric>
    <metric name="vias_per_cell" unit="">4.766</metric>
    <metric name="post-route-drc-count" unit="">0</metric>
    <metric name="initialDrtViolationCount" unit="">623</metric>
    <metric name="detail_route.wl_per_cell" unit="microns">14.16</metric>
  </group>
  <group name="placement">
    <metric name="gp_routability_congestion" unit="">0.8220</metric>
    <metric name="io_port_bufs" unit="">28</metric>
    <metric name="dp_hpwl" unit="mm">32.86</metric>
  </group>
  <group name="setup_path">
    <metric name="worstSetupPathType" unit="">register to output port</metric>
    <metric name="worst_path_most_repeated_cell" unit="">sky130_fd_sc_hd__fa_1</metric>
    <metric name="startpoint_type" unit="">register</metric>
    <metric name="critPathCaptureType" unit="">output port</metric>
    <metric name="crit_path_max_incr_delay" unit="ps">560</metric>
    <metric name="worst-endpoint-required" unit="ps">8560</metric>
    <metric name="cp_data_arrival_time" unit="ps">7450</metric>
    <metric name="worst_path_max_delay_cell" unit="">sky130_fd_sc_hd__fa_1</metric>
    <metric name="path_cells" unit="">inv_1, fa_1, inv_1, fa_1, inv_1, fa_1, fa_1, inv_1, fa_1, fa_1, fa_1, fa_1, ha_1, a41oi_1, o21ai_1, and2_1, a221o_1, a31oi_1, xnor2_1, and2_1, clkdlybuf4s50_1</metric>
    <metric name="critPathMaxFanout" unit="">6</metric>
  </group>
  <group name="layout">
    <metric name="layout.core_utilization" unit="">0.5587</metric>
    <metric name="drive_gt1_frac" unit="">0.1708</metric>
    <metric name="total_area_of_sequential_cells" unit="sq um">12810</metric>
    <metric name="fillCellCount" unit="">4686</metric>
    <metric name="registers.top_by_ff_count" unit="">ff</metric>
    <metric name="syn_to_final_growth" unit="%">9.662</metric>
    <metric name="max_ffs_per_register" unit="">512</metric>
    <metric name="combGateArea" unit="sq um">14980</metric>
    <metric name="top_regs" unit="">ff x512</metric>
  </group>
  <group name="timing">
    <metric name="holdWs" unit="ps">476.6</metric>
    <metric name="slew_headroom" unit="">0.4652</metric>
    <metric name="finalCriticalPeriod" unit="ps">9592</metric>
    <metric name="clock-skew-final" unit="ps">12.12</metric>
    <metric name="maxSlewViolCount" unit="">0</metric>
    <metric name="f_max" unit="MHz">104.2</metric>
    <metric name="worst_slew_pin_slew" unit="ps">802.2</metric>
    <metric name="unrepaired_setup_endpoints_after_global_routing" unit="">no</metric>
    <metric name="setup_viol" unit="">0</metric>
    <metric name="final_hold_viol_count" unit="">0</metric>
    <metric name="totalNegativeSetupSlack" unit="ps">0</metric>
    <metric name="period_utilization_post_route" unit="">0.8965</metric>
  </group>
  <group name="clock_tree">
    <metric name="clock_sinks" unit="">512</metric>
    <metric name="clock_tree_from_tritoncts" unit="">built</metric>
    <metric name="clk_pin_slew_worst_paths" unit="ps">60</metric>
    <metric name="cts-root-buf" unit="">sky130_fd_sc_hd__clkbuf_16</metric>
    <metric name="cts-buffers-inserted" unit="">55</metric>
    <metric name="cts_max_level" unit="">2</metric>
    <metric name="post_cts_resized" unit="">0</metric>
    <metric name="post_cts_hold_buffer_count" unit="">0</metric>
    <metric name="cts.path.max_buffers" unit="">3</metric>
    <metric name="insertion_delay_to_the_later_sink_of_the_worst_skew_pair" unit="ps">600</metric>
    <metric name="cts.repair_timing.setup_buffer_count" unit="">0</metric>
  </group>
  <group name="grt">
    <metric name="grt_start_max_net_pins" unit="">136</metric>
    <metric name="wire_length_of_the_first_global_routing_pass" unit="mm">82.34</metric>
    <metric name="globalRouteTotalUtil" unit="">0.1793</metric>
    <metric name="first_global_vias" unit="">17234</metric>
    <metric name="antenna_found_initial" unit="">0</metric>
    <metric name="overflow" unit="">0</metric>
  </group>
  <group name="die">
    <metric name="floorplan.core_area" unit="sq um">59350</metric>
    <metric name="die_span_in_x" unit="microns">247.9</metric>
    <metric name="io-pin-count" unit="">35</metric>
    <metric name="design.die.area" unit="sq um">61460</metric>
    <metric name="num_rows" unit="">89</metric>
    <metric name="fp_util" unit="">0.5095</metric>
    <metric name="chipHeight" unit="microns">247.9</metric>
  </group>
  <group name="worst_hold_path">
    <metric name="min-delay-path-class" unit="">register to register</metric>
  </group>
  <group name="flow_run">
    <metric name="cap_violations" unit="">0</metric>
    <metric name="tool_warnings" unit="">37</metric>
  </group>
</metrics>
placed cells by master, fill, tap and decap left out, types with 6 or more instances in the layout:
cell,count
sky130_fd_sc_hd__xnor2_1,52
sky130_fd_sc_hd__dfrtp_1,512
sky130_fd_sc_hd__nand2_1,191
sky130_fd_sc_hd__buf_4,7
sky130_fd_sc_hd__o21ai_0,161
sky130_fd_sc_hd__clkbuf_1,11
sky130_fd_sc_hd__fa_1,422
sky130_fd_sc_hd__ha_1,29
sky130_fd_sc_hd__clkbuf_8,16
sky130_fd_sc_hd__clkdlybuf4s50_1,27
sky130_fd_sc_hd__mux2_2,320
sky130_fd_sc_hd__o21ai_1,30
sky130_fd_sc_hd__clkinv_2,10
sky130_fd_sc_hd__conb_1,6
sky130_fd_sc_hd__and2_1,8
sky130_fd_sc_hd__xor2_1,7
sky130_fd_sc_hd__inv_1,565
sky130_fd_sc_hd__clkbuf_16,56
Yosys cell counts:
cell and count:
sky130_fd_sc_hd__inv_1 566, sky130_fd_sc_hd__dfrtp_1 512, sky130_fd_sc_hd__fa_1 422, sky130_fd_sc_hd__mux2_2 320, sky130_fd_sc_hd__nand2_1 191, sky130_fd_sc_hd__o21ai_0 161, sky130_fd_sc_hd__clkbuf_1 77, sky130_fd_sc_hd__xnor2_1 52
sky130_fd_sc_hd__o21ai_1 30, sky130_fd_sc_hd__ha_1 29, sky130_fd_sc_hd__and2_1 8, sky130_fd_sc_hd__xor2_1 7, sky130_fd_sc_hd__buf_4 6, sky130_fd_sc_hd__a21o_1 5, sky130_fd_sc_hd__a21oi_1 5, sky130_fd_sc_hd__xnor3_1 4
sky130_fd_sc_hd__a31oi_1 3, sky130_fd_sc_hd__and3_1 3, sky130_fd_sc_hd__buf_1 2, sky130_fd_sc_hd__mux2_1 2, sky130_fd_sc_hd__nor2_1 2, sky130_fd_sc_hd__nor3b_1 2, sky130_fd_sc_hd__o21a_1 2, sky130_fd_sc_hd__a221o_1 1
sky130_fd_sc_hd__a41oi_1 1, sky130_fd_sc_hd__conb_1 1, sky130_fd_sc_hd__nand4_1 1, sky130_fd_sc_hd__nor2b_1 1, sky130_fd_sc_hd__nor3_1 1, sky130_fd_sc_hd__xnor2_2 1
path summary, 6_finish.rpt:
path | start | end | slack [ps] | cells after the start
setup / recovery | ff[21][3]$_DFFE_PP0P_ | out[6] | 1110 | 21
max in group asynchronous | rst | ff[1][3]$_DFFE_PP0P_ | 6970 | 4
min in group asynchronous | rst | ff[27][11]$_DFFE_PP0P_ | 2020 | 2
setup reg to reg | ff[15][15]$_DFFE_PP0P_ | ff[16][15]$_DFFE_PP0P_ | 9860 | 1
hold / removal | ff[22][4]$_DFFE_PP0P_ | ff[23][4]$_DFFE_PP0P_ | 480 | 2
hold reg to reg | ff[22][4]$_DFFE_PP0P_ | ff[23][4]$_DFFE_PP0P_ | 480 | 2
kinds of logic (layout without fill, tap and decap cells):
group                      Yosys count  count (layout)  synth area share
other                                1               6         0.0001240
and+or+nand+nor                    209             209           0.02731
AOI/OAI and AO/OA                  208             208           0.03542
muxes                              322             322            0.1199
xor gates and xnor gates            64              64           0.02061
adders and majority gates          451             451            0.2914
DFF                                512             512            0.4237
buffers and inverters              651             705           0.08155
metrics by stage:
step / instance area (sq um) / setup slack (ps) / instances
2_1_floorplan: 30260 / 1608 / 2423
3_3_place_gp: 31330 / 1685 / 3151
3_5_place_dp: 31330 / 1649 / 3151
4_1_cts: 33160 / 989.5 / 3250
5_1_grt: 33160 / 711.1 / 3250
6_report: 33160 / 1108 / 3250
worst max-delay path: cells and delay by family (launching register included):
kind,cells,cell delay [ps]
AND-OR/OR-AND,4,1070
XOR/XNOR,1,130
adder cells (fa/ha/maj),9,4260
buffers and inverters,5,680
flip-flops,1,350
AND/OR/NAND/NOR,2,360
metal layers:
layer	part of all wire	wire, microns	track usage
met3	0.029	1338	0.02825
met4	0.019	894	0.02671
met5	0	0	0
met1	0.39	18090	0.2606
met2	0.56	25690	0.3122
layout make-up:
class | count | share of cell area
inverter | 566 | 0.06418
sequential | 512 | 0.3864
multi-input combinational | 1260 | 0.4517
tap | 773 | 0.02917
clock inverter | 16 | 0.005207
clock buffer | 83 | 0.05015
timing repair buffer | 40 | 0.01321
