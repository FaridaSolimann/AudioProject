$ cat flow/design.v
`timescale 1ns / 1ps
module MAC(
    input [15:0] A,
    input [15:0] B,
    input clk,
	 input en,
    input rst,
    output reg [31:0] out
    );
	 wire [31:0] mul;
	 assign mul = A * B;
	 always @ (posedge clk or posedge rst)
	 begin
	 if (rst)
		out <= 0;
	 else
		if (en)
			out <= out + mul;
	end;		
endmodule
$ cat flow/run.sh
#!/bin/bash
# OpenROAD 26Q1-2900-gdf79404cd8, Yosys 0.63+post, stock flow scripts
make -C /OpenROAD-flow-scripts/flow DESIGN_CONFIG=/design/flow/config.mk WORK_HOME=/design/flow/orfs finish
$ cat flow/constraint.sdc
current_design MAC

set clk_period 10.1
set clk_io_pct 0.2

create_clock -name clk0 -period $clk_period [get_ports {clk}]

set non_clock_inputs [all_inputs -no_clocks]
set_input_delay [expr $clk_period * $clk_io_pct] -clock clk0 $non_clock_inputs
set_output_delay [expr $clk_period * $clk_io_pct] -clock clk0 [all_outputs]
$ cat flow/config.mk
export PLATFORM = sky130hd
export DESIGN_NAME = MAC
export DESIGN_NICKNAME = MAC
export VERILOG_FILES = /design/flow/design.v
export SDC_FILE = /design/flow/constraint.sdc
export NUM_CORES = 4
export LEC_CHECK = 1
export CORE_UTILIZATION = 40
==> impl_metrics.json <==
{
  "routedWlPerCell_um": 16.0,
  "wl_mm": 25.3,
  "drc": 0,
  "ys.flops": 32,
  "htreeDepth": 2,
  "core_util_floorplan": 0.409,
  "row_count": 59,
  "warnings": 25,
  "die_w_um": 166,
  "period_used_share": 0.833,
  "yosysSeqAreaShare": 0.0748,
  "largest_register_ffs": 32,
  "ctsLongestPathBuffers": 2,
  "io_buffer_count": 66,
  "cap_violations": 0,
  "syn_inst": 1213,
  "ys_cells": 1213,
  "path_class": "primary input to flip-flop",
  "async_flop_share": 1.00,
  "yosysMostFrequentCell": "inv_1",
  "core_mm2": 0.0261,
  "chip_area_mm2": 0.0274,
  "drt_first_pass_iters": 21,
  "relSlewSlack": 0.504,
  "startpoint_type": "primary input",
  "clkSinkCount": 32,
  "setup_tns_ns": 0,
  "grt_max_degree": 54,
  "fin_area_mm2": 0.0118,
  "cts_setup_buffers": 0,
  "die_y_um": 166,
  "antenna_found_initial": 0,
  "cts-root-buf": "clkbuf_16",
  "largest_registers": "out (32)",
  "track_usage": 0.217,
  "synth-edff-count": 0,
  "ys_chip_area_mm2": 0.0107,
  "gp_congestion": 0.877,
  "num_io_pins": 67,
  "crit_required_ns": 10.24,
  "syn_area_mm2": 0.0107,
  "ys_types": 50,
  "grt-ovfl-total": 0,
  "cts.clk_slew.worst_paths_ns": 0.05,
  "cts_made_buffers": 5,
  "hold_class": "flip-flop to flip-flop",
  "insertion_delay_ns": 0.28,
  "synth_area_per_cell_um2": 8.82,
  "top_cells_by_count": "inv_1 (327), fa_1 (225), nand2_1 (169)",
  "layout_min_cycle_time_ns": 8.42,
  "worst_setup_path_end_kind": "flip-flop",
  "fin_skew_ns": 0.00488,
  "drt-vias-per-instance": 4.75,
  "grt_pass1_vias": 7985,
  "vias": 7504,
  "grt_pass1_wl_mm": 43.2,
  "crit_fanout": 16,
  "topCellsByArea": "fa_1 (42%), ha_1 (12%), inv_1 (11%)",
  "hold_viol_final": 0,
  "areaGrowthSynthToFinish_pct": 10.2,
  "dp_hpwl_mm": 21.0,
  "rsz0062_at_grt": "false",
  "final_util": 0.451,
  "synth_warnings": 1,
  "yosysTopAreaCellShare": 0.421,
  "place_area_mm2": 0.0116,
  "outcome": "finished clean",
  "drtIter0Drc": 440,
  "max_freq_ghz": 0.119,
  "drive_gt1_frac": 0.0281,
  "n_antenna_cell": 0,
  "yosysTopAreaCell": "fa_1",
  "whs_ns": 0.567,
  "cts_tree": "built",
  "setup_viol_count_final": 0,
  "arrival_ns": 8.56,
  "largest_register": "out",
  "synth-main-ff-cell": "dfrtp_1",
  "drv_slew": 0,
  "worst_pin_slew_ns": 0.742,
  "ant_nets": 0,
  "cts_resized": 0,
  "cts_hold_buf": 0
}
==> layer usage <==
metal	vias up	GRT usage	wire [um]
met2	232	0.289	10000
li1	3634	-	-
met3	11	0.0812	2280
met1	3625	0.367	12700
met5	-	0.0152	52
met4	2	0.0145	174
==> worst max-delay path, stage by stage <==
cell and delay [ns]:
clkdlybuf4s50_1 0.93, nand2_1 0.17, fa_1 0.53, fa_1 0.54, inv_1 0.05, fa_1 0.50
inv_1 0.05, fa_1 0.56, fa_1 0.47, fa_1 0.50, inv_1 0.04, ha_1 0.35
a21oi_2 0.26, o21bai_1 0.09, a221o_1 0.31, a221oi_2 0.46, o41ai_2 0.19, a311oi_2 0.28
xor2_1 0.16, mux2i_1 0.08
==> per-stage QoR <==
stage | instances | setup slack (ns)
after floorplan | 1213 | 2.51
after global placement | 1571 | 1.43
after detailed placement | 1571 | 1.40
after CTS | 1579 | 1.67
after global routing | 1579 | 1.27
final | 1579 | 1.68
==> layout make-up <==
class                           instances  area (um^2)
Timing Repair Buffer                   70          686
Clock inverter                          2         35.0
Clock buffer                            6          129
Multi-Input combinational cell        807         8490
Sequential cell                        32          801
Inverter                              327         1230
Tap cell                              335          419
Fill cell                            2538        14300
==> cell usage in the layout, fill, tap and decap left out, types with 8 or more instances in the layout <==
master	netlist	final
nor2_1	14	14
xor2_1	8	8
mux2_2	12	12
inv_1	327	327
a21oi_1	31	31
nand3_1	9	9
ha_1	99	99
fa_1	225	225
o21ai_0	21	21
a21o_1	12	12
xnor2_1	18	18
dfrtp_1	32	32
and2_1	115	115
clkdlybuf4s50_1	0	65
nand2_1	169	169
==> worst paths after layout <==
check	startpoint	endpoint	slack, ns	depth (start not counted)
setup / recovery	B[1]	out[30]	1.68	20
min in group asynchronous	rst	out[4]	2.14	3
max in group asynchronous	rst	out[22]	7.64	3
hold reg to reg	out[0]	out[0]	0.57	1
hold / removal	out[0]	out[0]	0.57	1
setup reg to reg	out[9]	out[25]	5.05	17
==> logic make-up after synthesis <==
family,Yosys count,synth area share
AND-OR/OR-AND,99,0.0612
XOR/XNOR,26,0.0213
adder cells (fa/ha/maj),324,0.537
buffers and inverters,374,0.131
flip-flops,32,0.0748
multiplexers,16,0.0164
AND/OR/NAND/NOR,342,0.158
